**run.sh**
```bash
#!/bin/bash
# OpenROAD 26Q1-2900-gdf79404cd8, Yosys 0.63+post, stock flow scripts
make -C /OpenROAD-flow-scripts/flow DESIGN_CONFIG=/design/flow/config.mk WORK_HOME=/design/flow/orfs finish
```
**config.mk**
```make
export PLATFORM = sky130hd
export DESIGN_NAME = projeto
export DESIGN_NICKNAME = projeto
export VERILOG_FILES = /design/flow/design.v
export SDC_FILE = /design/flow/constraint.sdc
export NUM_CORES = 4
export LEC_CHECK = 1
export CORE_UTILIZATION = 30
```
**constraint.sdc**
```tcl
current_design projeto

set clk_period 3.7
set clk_io_pct 0.2

create_clock -name clk0 -period $clk_period [get_ports {clock}]

set non_clock_inputs [all_inputs -no_clocks]
set_input_delay [expr $clk_period * $clk_io_pct] -clock clk0 $non_clock_inputs
set_output_delay [expr $clk_period * $clk_io_pct] -clock clk0 [all_outputs]
```
**design.v**
```verilog
module button(clock, in, out);
input clock, in;
output reg out;
parameter [1:0] off = 0, on = 1, action = 2;
reg [1:0] nextState, state;
always@(posedge clock) begin 
    state <= nextState;
end
always@(*) begin
    case (state)
        off: begin
            out <= 0;
            if (in == 0) nextState <= off;
            else nextState <= on;
        end
        on: begin
            out <= 0;
            if (in == 0) nextState <= action;
            else nextState <= on;
        end
        action: begin
            out <= 1;
            nextState <= off;
        end
        default: begin
            out <= 0;
            if (in == 0) nextState <= off;
            else nextState <= on;
        end
    endcase
end
endmodule
module projeto (clock, dado, instrucao, botao, LEDS, unidade, dezena);
    input clock, botao;
    input [3:0] dado, instrucao;
    output [7:0] LEDS;
    output [6:0] unidade, dezena;
    wire button_tx, tx_uart;
    tx TX(clock, botao, dado, instrucao, tx_uart);
    rx RX(clock, tx_uart, LEDS, unidade, dezena, entrada);
    assign saida = tx_uart;
endmodule
module rx (clock, in, LEDS, unidade, dezena, entrada);
    input clock, in;
    output [7:0] LEDS;
    output [6:0] unidade, dezena;
    output entrada;
    wire [3:0] dado_uart, instrucao_uart, dec7Seg; 
    wire [7:0] led;
    wire [6:0] out1, out2;
    wire clear;
    uart UART(in, dado_uart, instrucao_uart, clock, entrada);
    tratar TRATAR(instrucao_uart, dado_uart, clock, led, dec7Seg, clear);
    seg7 SEG(dec7Seg, out1, out2, clear);
    assign LEDS = led;
    assign unidade = out1;
    assign dezena = out2;
endmodule
module seg7(in, out1, out2, clear);
    input clear;
    input [3:0] in;
    output reg [6:0] out1, out2;
    always@(*)begin
        case(in)
            0: out1 = 7'b0000001;
            1: out1 = 7'b1001111;
            2: out1 = 7'b0010010;
            3: out1 = 7'b0000110;
            4: out1 = 7'b1001100;
            5: out1 = 7'b0100100;
            6: out1 = 7'b1100000;
            7: out1 = 7'b0001111;
            8: out1 = 7'b0000000;
            9: out1 = 7'b0001100;
            10: out1 = 7'b0000001;
            11: out1 = 7'b1001111;
            12: out1 = 7'b0010010;
            13: out1 = 7'b0000110;
            14: out1 = 7'b1001100;
            15: out1 = 7'b0100100;
        endcase
        if (clear) 
            out1 = 7'b1111111;
    end
    always@(*)begin
        case(in)
            0: out2 = 7'b0000001;
            1: out2 = 7'b0000001;
            2: out2 = 7'b0000001;
            3: out2 = 7'b0000001;
            4: out2 = 7'b0000001;
            5: out2 = 7'b0000001;
            6: out2 = 7'b0000001;
            7: out2 = 7'b0000001;
            8: out2 = 7'b0000001;
            9: out2 = 7'b0000001;
            10: out2 = 7'b1001111;
            11: out2 = 7'b1001111;
            12: out2 = 7'b1001111;
            13: out2 = 7'b1001111;
            14: out2 = 7'b1001111;
            15: out2 = 7'b1001111;
        endcase
        if (clear) 
            out2 = 7'b1111111;
    end
endmodule
module transmitir (clock, botao, dado, instrucao, out);
    input clock, botao;
    input [3:0] instrucao, dado;
    output reg out = 1;
    parameter verificar = 0, deboucing = 1, enviar = 2;
    reg [3:0] counter = 4'd0;
    reg [1:0] state, nextState;
    reg [3:0] tempo, A, B;
    always @(posedge clock) begin
        state <= nextState;
    end
    always @(posedge clock) begin
        case (state)
            verificar: begin
                if (botao) begin 
                    tempo = 0;
                    nextState <= deboucing;
                    counter <= 0;
                    out = 1;
                end
            end
            deboucing: begin
                if (tempo < 2) begin
                    tempo = tempo + 1;
                end
                else begin
                    A = dado;
                    B = instrucao;
                    nextState <= enviar;
                end
            end
            enviar: begin
                if (counter < 10) begin
                    nextState <= enviar;
                    case (counter)
                        0: out <= 0;
                        1: out <= A[0];
                        2: out <= A[1];
                        3: out <= A[2];
                        4: out <= A[3];
                        5: out <= B[0];
                        6: out <= B[1];
                        7: out <= B[2];
                        8: out <= B[3];
                        9: out <= 1;
                    endcase
                    counter = counter + 1;
                end
                else nextState <= verificar;
            end 
        endcase
    end
endmodule
module tratar (instrucao, dado, clock, led, dec7Seg, clear);
    input clock;
    input [3:0] instrucao, dado;
    output reg clear = 0;
    output reg [3:0] dec7Seg;
    output reg [7:0] led;
    reg [2:0] state, nextState;
    reg [3:0] guardado;
    parameter uart = 0, limpar = 1, carregar = 2, mostrar = 4;
    always @(posedge clock) begin
        state <= nextState;
    end
    always @(posedge clock) begin
        case (state)
            uart: begin
                case (instrucao)
                    limpar: nextState = limpar;
                    carregar: nextState = carregar; 
                    mostrar: nextState = mostrar;
                endcase
            end 
            limpar: begin
                clear <= 1;
                nextState = uart;
            end
            carregar: begin
                guardado <= dado;
                nextState = uart;
                clear <= 0;
            end
            mostrar: begin
                dec7Seg <= guardado;
                nextState = uart;
                clear <= 0;
            end
        endcase
        led = {instrucao, dado};
    end
endmodule
module tx (clock, botao, dado, instrucao, out);
    input clock, botao;
    input [3:0] dado, instrucao;
    output out;
    wire button_tx, tx_uart;
    button BT(clock, botao, button_tx);
    transmitir TRANS(clock, button_tx, dado, instrucao, out);
endmodule
module uart (in, dado, instrucao, clock, uat);
    input in, clock;
    output reg [3:0] dado, instrucao;
    output reg uat;
    reg [1:0] state;
    reg [3:0] tempo;
    parameter idle = 0, atribucao = 1;
    always @(posedge clock) begin  
        case (state)
            idle: begin
                uat <= in;
                if (~in) 
                    state <= atribucao;   
                else 
                    state <= idle;
            end
            atribucao: begin
                uat <= in;
                case (tempo)
                    0: dado[0] <= in;
                    1: dado[1] <= in;
                    2: dado[2] <= in;
                    3: dado[3] <= in;
                    4: instrucao[0] <= in;
                    5: instrucao[1] <= in;
                    6: instrucao[2] <= in;
                    7: instrucao[3] <= in;
                endcase
                tempo = tempo + 1;
                if (tempo == 8) begin 
                    state <= idle;  
                    tempo = 0;
                end
            end
        endcase
    end
endmodule
```
==> summary.txt <==
Latest figures from synthesis and place and route.

The count of buffers inserted at the top-level ports is 30. The met2 routing resource usage after global routing is 0.1564. The number of hold-repair buffers added at the cts stage is 0. The post-synthesis instance total is about 260. Setup repair after global routing left no endpoint under its margin. The slew check shows that the tightest pin keeps a relative margin of 0.4919. The routed layout has around 1,800 vias. The fraction of the yosys area taken by sequential cells is 0.5879.

Per the gpl log, the routability congestion estimate is 0.8065. The chip height is about 100 µm. Across all register-to-register paths, the minimum setup slack is roughly 1.1 ns. The root buffer cell is sky130_fd_sc_hd__clkbuf_8. The first-pass GRT wire length is 7803 µm. The kind of cell with the highest combined delay along the critical path is multiplexers. Looking at the max-slew report, the worst-margin pin has a slew of between 0.7 and 0.8 ns. Based on the critical path, the design can be clocked at up to ~390 MHz. The launching point of the worst reg2reg path is RX.TRATAR.state[2]. The floorplan report gives the top-level pin count as 32. The start point of the worst hold path is TX.TRANS.nextState[0]. Counting tap cells, the placed design contains a total of 407 instances. The total length of routed wires is ~4600 µm. OpenROAD emitted warnings numbering 39. The cell area power density is 837.2 nW/µm². In the final report, the number of hold violations comes to 0. The chip occupies approximately 11,000 µm². The cell count in the Yosys report is around 260.

The total global routing track utilization is 0.09704. The setup TNS is 0 ns. The run finished with clean final reports.

The number of buffers inserted during clock tree synthesis is 9. The critical path endpoint has a required time of between 3 and 4 ns. The clock tree skew after final layout is ~0.01 ns. In this run the worst hold path is classified as flip-flop to flip-flop. Measured in cells, the most critical reg-to-reg path has a length of 7. In the placement report, post-DP HPWL is listed as approximately 3200 µm. The vias per cell is roughly 4.3. The biggest fanout along the worst timing path is 10. Summing every instance area after synthesis gives a little over 3000 µm². The initial antenna violation count is 0. The type of the worst setup path is flip-flop to flip-flop. The largest net degree at the start of global routing is 13. The combinational cell area excluding buffers and inverters is 1140 µm². The area of the core is approximately 9900 µm². The number of gates resized after CTS was 0. The average cell area after synthesis is ~12 µm². The tally of nets with antenna violations remaining after routing is 0. The critical path launch point type is a flip-flop. The leakage component of the power is 1.373 nW. The number of pins with negative max-slew slack in the final report is 0. The initial utilization of the core area, before any placement, comes to 0.3124.

Post-route period utilization is reported as 0.6957. After filler insertion, the fill cell instance count of the layout stands at about 900. TritonCTS built the clock tree. According to the report, the first pass of detailed routing completed in 4 iterations. The number of clock sinks came to 69. The count of antenna diodes in the layout is 0. The number of distinct standard cells referenced by the synthesized netlist is approximately 42. The sum of overflow across all layers after global routing is 0. The wire length per cell after detailed routing is around 11 µm. The yosys synthesis warning count is 7. The most crowded layer after global routing is met2.

The number of global-route vias before repair was 1,710. Per the synthesis report, the dominant area consumer among library cells is sky130_fd_sc_hd__edfxtp_1. On the critical path the data arrives at 2.78 ns. Per the run report, area growth between synthesis and finish was 19.45%.

On the final layout, the worst hold slack is 0.3438 ns. The critical path buffer and inverter count is 1. The share of synthesized area in the top cell type comes to 0.4190. met1 track demand over resource after global routing is 0.1333.

The total of max-cap violations is 0. The clock passes through at most 2 buffers. Traced cell by cell, the critical path runs through nor3b_2 -> mux2i_1 -> inv_1 -> ha_1 -> mux2_2 -> o21ai_0 -> a21oi_1. In this run the VDD rail shows a maximum IR drop of 0.3645 mV. The overall power after layout is 3.082 mW. The global routing report lists met3 layer usage as 0.03279. The number of rows created at floorplan is 36. The CTS clock-pin slew for the worst setup and hold paths is about 0.080 ns. The most common flop cell mapped by yosys is sky130_fd_sc_hd__edfxtp_1. By area the synthesized netlist is led by sky130_fd_sc_hd__edfxtp_1, sky130_fd_sc_hd__dfxtp_1, sky130_fd_sc_hd__ha_1. The die span in x is 103.4 µm.

The number of synthesized flops with an enable pin is ~43. The fraction of final layout cells with drive strength greater than 1 is 0.1138. Per the STA report, the cell with the highest stage delay on the worst path is sky130_fd_sc_hd__nor3b_2.

The yosys stat chip area is approximately 3100 µm². The register cell area after layout is approximately 1800 µm². The register bit total from synthesis is a little under 70.

The residual DRC count is 0. The number of cells in the finished layout apart from fillers is around 420. The clock period minus worst slack is about 2.6 ns. The clock tree synthesis step divided the H-tree into 3 levels. The synthesis report gives the async set-or-reset register share as 0. The latest clock arrival within the worst-skew pair is 0.35 ns. STA classifies the critical path endpoint as a flip-flop. The cell count of the worst hold path is 0.

The final setup violation count is 0. The terminating pin of the worst hold path is TX.TRANS.state[0]. The number of buffers added for setup after CTS is 0. The first routing iteration left 41 violations. The delay of the slowest cell on the worst path is 0.66 ns.
Yosys cell counts, types with 4 or more instances:
| library cell | n |
|---|---|
| sky130_fd_sc_hd__nor2_1 | 19 |
| sky130_fd_sc_hd__edfxtp_1 | 43 |
| sky130_fd_sc_hd__or2_2 | 8 |
| sky130_fd_sc_hd__nand2_1 | 15 |
| sky130_fd_sc_hd__and2_1 | 6 |
| sky130_fd_sc_hd__xor2_1 | 10 |
| sky130_fd_sc_hd__buf_4 | 7 |
| sky130_fd_sc_hd__a21oi_1 | 11 |
| sky130_fd_sc_hd__mux2i_1 | 4 |
| sky130_fd_sc_hd__ha_1 | 19 |
| sky130_fd_sc_hd__inv_1 | 12 |
| sky130_fd_sc_hd__nor3_1 | 7 |
| sky130_fd_sc_hd__dfxtp_1 | 26 |
| sky130_fd_sc_hd__xnor2_1 | 4 |
| sky130_fd_sc_hd__nand3_1 | 6 |
| sky130_fd_sc_hd__o21ai_0 | 11 |
| sky130_fd_sc_hd__nor2b_1 | 7 |
per-layer routing:
| layer | vias to the layer above | part of all wire | wire, µm |
|---|---|---|---|
| met5 | - | 0 | 0 |
| met2 | 36 | 0.47 | 2142 |
| li1 | 942 | - | - |
| met4 | 0 | 0.019 | 86 |
| met3 | 10 | 0.050 | 230 |
| met1 | 819 | 0.46 | 2125 |
cells in the final DEF (no fill, tap or decap), types with 7 or more instances in the layout:
| cell | synthesis | layout |
|---|---|---|
| sky130_fd_sc_hd__o21ai_0 | 11 | 11 |
| sky130_fd_sc_hd__edfxtp_1 | 43 | 43 |
| sky130_fd_sc_hd__nor3_1 | 7 | 7 |
| sky130_fd_sc_hd__ha_1 | 19 | 19 |
| sky130_fd_sc_hd__nor2b_1 | 7 | 7 |
| sky130_fd_sc_hd__xor2_1 | 10 | 10 |
| sky130_fd_sc_hd__inv_1 | 12 | 12 |
| sky130_fd_sc_hd__clkbuf_8 | 0 | 11 |
| sky130_fd_sc_hd__or2_2 | 8 | 8 |
| sky130_fd_sc_hd__dfxtp_1 | 26 | 26 |
| sky130_fd_sc_hd__nor2_1 | 19 | 19 |
| sky130_fd_sc_hd__nand2_1 | 15 | 15 |
| sky130_fd_sc_hd__a21oi_1 | 11 | 11 |
| sky130_fd_sc_hd__clkdlybuf4s50_1 | 0 | 30 |
kinds of logic after synthesis:
logic type / after synthesis / share of synthesized area
fa+ha+maj: 19 / 0.07714
buf+inv: 25 / 0.04222
mux: 10 / 0.04020
flops: 69 / 0.5879
simple gates: 76 / 0.1246
other cells: 1 / 0.001217
compound gates: 42 / 0.08689
xor+xnor: 14 / 0.03979
through the flow:
| step | instance area [µm²] | worst slack [ns] | util |
|---|---|---|---|
| after floorplan | 3082 | 1.687 | - |
| after global placement | 3471 | 1.241 | 0.3519 |
| after detailed placement | 3471 | 1.148 | 0.3519 |
| after CTS | 3681 | 1.125 | 0.3732 |
| after global routing | 3681 | 0.9448 | 0.3732 |
| final | 3681 | 1.126 | 0.3732 |
worst max-delay path by stage:
| stage | depth (start not counted) | slack (ns) | end | start |
|---|---|---|---|---|
| after CTS | 7 | 1.12 | flip-flop | RX.TRATAR.state[2] |
| after global routing | 7 | 0.94 | flip-flop | RX.TRATAR.state[2] |
| final | 7 | 1.13 | flip-flop | RX.TRATAR.state[2] |
layout make-up:
| class | count | share of cell area |
|---|---|---|
| timing repair buffer | 31 | 0.08362 |
| clock buffer | 11 | 0.04113 |
| inverter | 12 | 0.01224 |
| tap | 133 | 0.04521 |
| multi-input combinational | 162 | 0.3097 |
| sequential | 69 | 0.4922 |
| clock inverter | 5 | 0.01598 |
power breakdown:
part	switching [mW]	total, mW	internal (mW)
Clock	0.279	0.626	0.347
Combinational	0.487	0.999	0.513
Sequential	0.245	1.46	1.21
Total	1.01	3.08	2.07
No activity file was given, so power comes from the tool's default toggle rates.
